### design/flow/design.v
module adc_data (
	output reg [11:0] data_out,
	output read_complete,  
	output RC,  
	input clk,
	input enable,
	input data_in);
	reg [3:0] bit_count;
	reg read_started;
	reg [11:0] data_buf;
	assign read_complete = ~read_started;
	reg rc_n;
	assign RC = rc_n;
	initial begin
		bit_count = 0;
		read_started = 0;
		data_buf = 0;
		rc_n = 1'b0;
		end
	always @ (read_started) begin
		data_out = data_buf;
		end
	always @ (posedge clk) begin
		if ((enable) && (!read_started)) begin
			rc_n <= 1'b1;  
			read_started <= 1'b1;  
			end
		else if (read_started==1'b1) begin
			if (rc_n==1'b1) begin
				rc_n <= 1'b0;
				end
			else if (bit_count < 2) begin
				bit_count <= bit_count + 1;
				end
			else if ((bit_count < 4'd14) && (bit_count > 4'd1)) begin
				data_buf[4'd11 - (bit_count - 4'd2)] <= ~data_in;  
				bit_count <= bit_count +1;
				end
			else begin
				read_started <= 1'b0;
				bit_count <= 4'd0;
				end
			end
		end
endmodule
module adc_sync(
	output [7:0] adc0_data,  
	output [7:0] adc1_data,
	output [7:0] adc2_data,
	output RC,  
	output adc_clk,  
	output read_complete,  
	input clk,
	input adc0_in,
	input adc1_in,
	input adc2_in,
	input enable);  
	wire [11:0] data0;
	wire [11:0] data1;
	wire [11:0] data2;
	assign adc0_data = data0[11:4];
	assign adc1_data = data1[11:4];
	assign adc2_data = data2[11:4];
	wire [2:0] adc_read_complete;
	assign read_complete = (adc_read_complete[0] & adc_read_complete[1] & adc_read_complete[2]);
	wire [2:0] rc_bus;
	assign RC = (rc_bus[0] & rc_bus[1] & rc_bus[2]);
	assign adc_clk = clk;
	adc_data ADC1(data0, adc_read_complete[0], rc_bus[0], clk, enable, adc0_in);
	adc_data ADC2(data1, adc_read_complete[1], rc_bus[1], clk, enable, adc1_in);
	adc_data ADC3(data2, adc_read_complete[2], rc_bus[2], clk, enable, adc2_in);
endmodule
### design/flow/run.sh
#!/bin/bash
# OpenROAD 26Q1-2900-gdf79404cd8, Yosys 0.63+post, stock flow scripts
make -C /OpenROAD-flow-scripts/flow DESIGN_CONFIG=/design/flow/config.mk WORK_HOME=/design/flow/orfs finish
### design/flow/config.mk
export PLATFORM = sky130hd
export DESIGN_NAME = adc_sync
export DESIGN_NICKNAME = adc_sync
export VERILOG_FILES = /design/flow/design.v
export SDC_FILE = /design/flow/constraint.sdc
export NUM_CORES = 4
export LEC_CHECK = 1
export CORE_UTILIZATION = 30
### design/flow/constraint.sdc
current_design adc_sync

set clk_period 2.8
set clk_io_pct 0.2

create_clock -name clk0 -period $clk_period [get_ports {clk}]

set non_clock_inputs [all_inputs -no_clocks]
set_input_delay [expr $clk_period * $clk_io_pct] -clock clk0 $non_clock_inputs
set_output_delay [expr $clk_period * $clk_io_pct] -clock clk0 [all_outputs]
==> impl_metrics.py <==
# Physical implementation metrics
metrics = {
    "run_status": {
        "status": "completed",
    },
    "drt": {
        "drt_iter0_drc": 86,
        "first_pass_iters": 4,
        "n_antenna_cell": 0,
        "routed_wl_um": 4780,
        "final_antenna_net_count": 0,
        "wl_per_cell_um": 12.2,
        "vias_per_cell": 4.88,
        "route.vias.total": 1907,
        "drc_errors": 0,
    },
    "clocking": {
        "cts_setup_buffers": 0,
        "cts_tree": "yes",
        "postCtsHoldBufs": 0,
        "clk_latency_ps": 390,
        "cts_resized": 0,
        "clkTransAtPathRegs_ps": 80,
    },
    "synthesis": {
        "synth_area_per_cell_um2": 10.4,
        "ys_cells": 246,
        "syn_inst": 246,
        "syn_area_um2": 2550,
        "synth_cell_types": 36,
        "ys_chip_area_um2": 2550,
        "ys_seq_frac": 0.471,
        "yosys_warnings": 1,
        "ys_seq_elements": 42,
    },
    "worst_setup_path": {
        "worst_setup_path_start_kind": "clock port",
        "worst-path-max-fanout": 2,
        "worstPathRequired_ps": 2240,
        "cp-end-kind": "output pin",
        "arrival_ps": 2020,
        "path_class": "clock port to output pin",
    },
    "placed_design": {
        "numPortBuffers": 31,
        "dp.final_hpwl_um": 3440,
        "place.gp.congestion": 0.801,
        "place_area_um2": 2990,
    },
    "final_layout": {
        "fillerInstances": 780,
        "final_common_cell": "edfxtp_1",
        "final_util": 0.379,
        "synthToLayoutAreaGrowth_pct": 22.3,
        "final_cell_mix": "edfxtp_1, nand2_1, clkdlybuf4s50_1, o21ai_0, nor2_1",
        "fin_area_um2": 3120,
        "layout-drive-gt1-share": 0.0909,
    },
    "final_timing": {
        "setup_viol": 0,
        "rsz0062_at_grt": "false",
        "hold_viol_final": 0,
        "slew_headroom": 0.622,
        "skew_ps": 3.36,
        "fin_tns_setup_ps": 0,
        "maxSlewViolCount": 0,
        "worst_pin_slew_ps": 553,
    },
    "global_route": {
        "gr-usage-all-layers": 0.116,
        "grt_max_degree": 13,
        "grt_pass1_wl_um": 8040,
        "antenna_found_initial": 0,
        "grt_overflow": 0,
        "grt_pass1_vias": 1791,
    },
    "run": {
        "cap_violations": 0,
        "warning_count": 41,
    },
    "floorplanning": {
        "core-area_um2": 8220,
        "row_count": 33,
        "ios": 32,
        "dieWidth_um": 94.2,
        "die_h_um": 94.2,
        "die-area_um2": 8870,
        "initCoreUtil": 0.310,
    },
    "min_path": {
        "worst_hold_path_type": "register to register",
    },
}
final timing paths:
kind / from / end / slack [ps] / cells past startpoint
max reg2reg: ADC3.bit_count[1] / ADC3.data_buf[8] / 670 / 5
max: clk / adc_clk / 220 / 3
min reg2reg: ADC1.read_started / ADC1.rc_n / 460 / 1
min: ADC1.read_started / ADC1.rc_n / 460 / 1
final cells by class:
cell class                      count  area, µm²  share of cell area
Sequential cell                    42       1200               0.385
Timing Repair Buffer               33        323               0.104
Inverter                           11       41.3              0.0132
Clock buffer                       11        138              0.0441
Tap cell                          105        131              0.0421
Clock inverter                      1       5.00             0.00161
Multi-Input combinational cell    188       1280               0.410
state kept, by name, summed over array words and instances (netlist names):
| name | flops |
|---|---|
| ADC3.rc_n | 1 |
| ADC3.read_started | 1 |
| ADC1.rc_n | 1 |
| ADC3.data_buf | 8 |
| ADC2.data_buf | 8 |
| ADC3.bit_count | 4 |
| ADC2.read_started | 1 |
| ADC1.read_started | 1 |
| ADC2.bit_count | 4 |
| ADC1.data_buf | 8 |
| ADC2.rc_n | 1 |
| ADC1.bit_count | 4 |
per-stage QoR:
stage | hold slack, ps | instances | setup slack (ps)
5_1_grt | 499 | 391 | 202
4_1_cts | 468 | 391 | 211
3_3_place_gp | 440 | 380 | 473
3_5_place_dp | 443 | 380 | 473
2_1_floorplan | 421 | 246 | 742
6_report | 460 | 391 | 224
cell families (layout without fill, tap and decap cells):
family | count (synthesis) | in the layout | share of synthesized area
fa+ha+maj | 21 | 21 | 0.103
simple gates | 89 | 89 | 0.160
xor+xnor | 21 | 21 | 0.0869
buf+inv | 16 | 56 | 0.0270
compound gates | 52 | 52 | 0.133
flops | 42 | 42 | 0.471
mux | 5 | 5 | 0.0196
cell usage after synthesis:
cell | n | share of area
nand3_1 | 2 | 0.0039
or2_2 | 2 | 0.0049
a21o_2 | 1 | 0.0034
buf_2 | 1 | 0.0020
or2_1 | 1 | 0.0025
xor2_1 | 7 | 0.024
or4b_1 | 1 | 0.0039
edfxtp_1 | 36 | 0.42
nand2_2 | 1 | 0.0025
or3b_2 | 1 | 0.0034
o41ai_1 | 5 | 0.017
nor3_1 | 2 | 0.0039
clkbuf_2 | 3 | 0.0059
inv_1 | 11 | 0.016
a211oi_1 | 1 | 0.0029
and3_1 | 2 | 0.0049
nand4_1 | 1 | 0.0025
ha_1 | 21 | 0.10
a2111oi_0 | 1 | 0.0034
buf_4 | 1 | 0.0029
o21a_1 | 2 | 0.0059
a21oi_1 | 6 | 0.012
nand2_1 | 35 | 0.052
o41ai_2 | 3 | 0.019
o31ai_1 | 4 | 0.012
nor2_1 | 27 | 0.040
nor2b_1 | 7 | 0.017
nand2b_1 | 2 | 0.0049
or3_1 | 3 | 0.0074
o21ai_0 | 29 | 0.057
xnor2_1 | 9 | 0.031
mux2i_1 | 5 | 0.020
nand3b_1 | 1 | 0.0029
dfxtp_1 | 6 | 0.047
xor2_2 | 5 | 0.032
and3b_1 | 1 | 0.0034
per-layer routing:
| layer | global-route usage | wire [µm] |
|---|---|---|
| met5 | 0 | 0 |
| met4 | 0.0231 | 120 |
| met3 | 0.0247 | 179 |
| met2 | 0.171 | 2080 |
| met1 | 0.183 | 2410 |
critical path, cell delays in order:
cell,delay (ps)
clkbuf_8,110
clkbuf_8,120
clkdlybuf4s50_1,390
