==> /design/flow/design.v <==
module pca9564 (
	output [7:0] data_out,
	output [1:0] addr,
	output write_strobe,
	output read_strobe,
	output busy,
	output byte_strobe,
	input [7:0] data_in,
	input [7:0] data_len,
	input write_enable,  
	input interrupt_req,
	input clk );
	parameter STATUS_REG =	2'b00;  
	parameter TIMEOUT_REG =	2'b00;  
	parameter DATA_REG =		2'b01;
	parameter OWN_ADDR_REG= 2'b10;
	parameter CTRL_REG = 	2'b11;
	parameter START_BIT = 8'b00100000;
	parameter STOP_BIT =  8'b00010000;
	parameter INIT_REG =	 8'b11000100;
	reg periph_config_flag = 1'b0;  
	wire device_init_flag;  
	reg [9:0] device_init_counter = 10'b0;
	reg tx_started_n = 1'b1;
	reg ws_n = 1'b1;  
	reg rs_n = 1'b1;  
	reg bs_n = 1'b0;
	reg [7:0] data_n;
	reg [7:0] data_len_n;
	reg [1:0] addr_n;
	reg start_sent = 1'b0;
	reg data_sent = 1'b0;
	assign busy = tx_started_n;
	assign device_init_flag = device_init_counter[2];  
	assign write_strobe = ws_n;
	assign read_strobe = rs_n;
	assign byte_strobe = bs_n;
	assign data_out = data_n;
	assign addr = addr_n;
	always @ (posedge clk) begin
		if (!device_init_flag) begin
			ws_n = 1'b1;
			if (!periph_config_flag) begin
				addr_n = CTRL_REG;
				data_n = INIT_REG;
				ws_n = 1'b0;  
				periph_config_flag = 1'b1;
				end
			else begin
				device_init_counter = (device_init_counter + 1'b1);
				tx_started_n = ~device_init_flag;
				end
			end
		else if (device_init_flag) begin  
			ws_n = 1'b1;
			bs_n = 1'b0;
			if ((!write_enable) && (!tx_started_n)) begin  
				data_len_n = data_len;
				start_sent = 1'b0;
				data_sent = 1'b0;
				tx_started_n = 1'b1;
				end
			else if (tx_started_n) begin
				if(!start_sent) begin
					addr_n = CTRL_REG;
					data_n = (INIT_REG | START_BIT);
					ws_n = 1'b0;
					start_sent = 1'b1;
					end
				else if (!data_sent) begin
					addr_n = DATA_REG;
					if(data_len_n > 0) begin
						data_n = data_in;  
						ws_n = 1'b0;  
						data_len_n = (data_len_n - 1'b1);  
						end
					else begin
						data_sent = 1'b1;
						end
					end
				else if (start_sent && data_sent) begin
					addr_n = CTRL_REG;
					data_n = (INIT_REG | STOP_BIT);
					ws_n = 1'b0;
					tx_started_n = 1'b0;
					end	
				end
			end
		end
endmodule
==> /design/flow/run.sh <==
#!/bin/bash
# OpenROAD 26Q1-2900-gdf79404cd8, Yosys 0.63+post, stock flow scripts
make -C /OpenROAD-flow-scripts/flow DESIGN_CONFIG=/design/flow/config.mk WORK_HOME=/design/flow/orfs finish
==> /design/flow/config.mk <==
export PLATFORM = sky130hd
export DESIGN_NAME = pca9564
export DESIGN_NICKNAME = pca9564
export VERILOG_FILES = /design/flow/design.v
export SDC_FILE = /design/flow/constraint.sdc
export NUM_CORES = 4
export LEC_CHECK = 1
export CORE_AREA = 10 10 100 100
export DIE_AREA = 0 0 110 110
==> /design/flow/constraint.sdc <==
current_design pca9564

set clk_period 4.4
set clk_io_pct 0.2

create_clock -name clk0 -period $clk_period [get_ports {clk}]

set non_clock_inputs [all_inputs -no_clocks]
set_input_delay [expr $clk_period * $clk_io_pct] -clock clk0 $non_clock_inputs
set_output_delay [expr $clk_period * $clk_io_pct] -clock clk0 [all_outputs]
==> flow_summary.ini <==
; yosys + openroad results
[outcome]
status = finished clean

[grt]
gr-usage-all-layers = 0.0428
grt_pass1_wl_um = 4050
grt_pass1_vias = 833
grt_antenna_before_repair = 0
grt_max_degree = 16
grt_overflow = 0

[clocking]
cts-root-buf = clkbuf_8
postCtsSetupBuffers = 0
cts_num_sinks = 25
cts_buffers = 3
worstSkewPairLatency_ns = 0.26
hold_buffers = 0
cts_buffer_depth = 2
post_cts_resized = 0
clk_pin_slew_worst_paths_ns = 0.09
cts_tree = built
h-tree-depth = 1

[job]
drv_cap = 0
warning_count = 26

[logic_synthesis]
synth.avg_cell_area_um2 = 11.5
syn_inst = 101
synthTopLogicFamily = simple AND/OR/NAND/NOR gates
ys_area_mm2 = 0.00116
mux_share = 0
yosys.stat.seqShare = 0.629
syn-cell-area_mm2 = 0.00116
aoi_share = 0.105
synth_flops = 25
synth_stat.cells = 101
yosysUniqueCellTypes = 27
ys.warnings.count = 1
ys_sh_adder = 0.0216
xor_share = 0.0151
simple_gate_area_frac = 0.168

[sta]
setup_violations = 0
fin_crit_sh = 0.536
fin_skew_ns = 0.00413
fin_crit_ns = 2.36
rsz0062_at_grt = false
finalHoldViolCount = 0
fmax_mhz = 424
final_max_slew_viol_count = 0
tns_ns = 0

[detailed_routing]
routed_wl_um = 2530
drc = 0
wl_per_cell_um = 10.8
ant_nets = 0
drt_iter0_drc = 27
antenna_cells = 0
vias_per_cell = 3.49
vias = 816
dr.pass1.iters = 3

[placed_design]
dp_cells = 230
io_buffer_count = 28
dp_hpwl_um = 2000
place_congestion = 0.757

[critical_path]
arrival_ns = 2.34
worstPathRequired_ns = 4.38
cp_max_fo = 15
end_kind = register
worstSetupPathType = in -> reg
critPathLaunchType = input pin

[min_path]
hp-class = reg -> reg

[layout]
drive_gt1_frac = 0.0606
stdcell_count = 234
lay_top_cells = clkdlybuf4s50_1, edfxtp_1, nor2_1, inv_1, nand2_1
area_growth_pct = 38.1
final_common_cell = clkdlybuf4s50_1

[pwr]
peakVddDrop_mv = 0.184
powerDensity_mw_per_mm2 = 577
p_leak_nw = 0.572

[die]
fp-row-count = 32
die_h_um = 110
die_w_um = 110
boundaryPins = 33
die_area_mm2 = 0.0121
fp_util = 0.149
fp.coreArea_mm2 = 0.00781
==> cells by family after synthesis <==
family                     after synthesis
and+or+nand+nor                         37
buffers and inverters                   14
adders and majority gates                2
AOI/OAI and AO/OA                       19
other                                    2
DFF                                     25
xor gates and xnor gates                 2
==> through the flow <==
stage	cell area (um^2)	total power, mW	util	worst slack [ns]	hold WS (ns)
2_1_floorplan	1170	0.625	-	2.06	0.446
3_3_place_gp	1560	0.800	0.200	1.76	0.470
3_5_place_dp	1560	0.805	0.200	1.76	0.481
4_1_cts	1600	0.940	0.205	2.03	0.506
5_1_grt	1600	1.01	0.205	1.90	0.532
6_report	1600	0.926	0.205	2.04	0.499
==> flip-flops by register name, indices dropped and copies added (netlist names) <==
name and count:
data_len_n 8, data_n 8, start_sent 1, tx_started_n 1, ws_n 1, data_sent 1, device_init_counter 3, addr_n 1
periph_config_flag 1
==> critical path, cell delays in order <==
cell,delay (ns)
clkdlybuf4s50_1,0.43
nor2_1,0.23
inv_1,0.26
a221oi_1,0.30
buf_4,0.23
==> power by group <==
| part | internal, mW | switching (mW) | total, mW |
|---|---|---|---|
| Sequential | 0.406 | 0.0626 | 0.469 |
| Clock | 0.0632 | 0.0701 | 0.133 |
| Combinational | 0.177 | 0.146 | 0.324 |
| Total | 0.647 | 0.279 | 0.926 |
==> cells in the mapped netlist (all sizes together) <==
master | instances | area [um^2]
edfxtp | 23 | 691
nor2 | 11 | 41.3
inv | 10 | 37.5
nand2 | 7 | 26.3
or3 | 7 | 45.1
a21oi | 5 | 25.0
a31oi | 4 | 25.0
and2 | 4 | 25.0
o21ai | 4 | 20.0
buf | 3 | 22.5
nand2b | 3 | 18.8
o31ai | 3 | 22.5
conb | 2 | 7.51
dfxtp | 2 | 40.0
ha | 2 | 25.0
or4 | 2 | 18.8
a221oi | 1 | 8.76
clkbuf | 1 | 3.75
nor2b | 1 | 6.26
nor3b | 1 | 7.51
o41a | 1 | 11.3
o41ai | 1 | 8.76
or2 | 1 | 6.26
xnor2 | 1 | 8.76
xor2 | 1 | 8.76
==> final timing paths <==
path / to / startpoint / cells after the start / slack, ns
hold / removal: device_init_counter[2] / periph_config_flag / 2 / 0.50
hold reg to reg: device_init_counter[2] / periph_config_flag / 2 / 0.50
setup / recovery: data_len_n[5] / write_enable / 5 / 2.04
setup reg to reg: data_n[7] / data_len_n[4] / 2 / 2.51
==> per-layer routing <==
metal / track usage / part of all wire
met2: 0.0665 / 0.42
met4: 0.00465 / 0
met3: 0.0147 / 0.086
met5: 0 / 0
met1: 0.0589 / 0.49
==> layout make-up <==
class / instances / area, um^2
Clock inverter: 1 / 5.00
Timing Repair Buffer: 29 / 288
Clock buffer: 3 / 41.3
Sequential cell: 25 / 731
Fill cell: 850 / 6200
Inverter: 10 / 37.5
Tap cell: 102 / 128
Multi-Input combinational cell: 64 / 374
Power is estimated from default activity; no workload was simulated.
